### /design/flow/run.sh
#!/bin/bash
# OpenROAD 26Q1-2900-gdf79404cd8, Yosys 0.63+post, stock flow scripts
make -C /OpenROAD-flow-scripts/flow DESIGN_CONFIG=/design/flow/config.mk WORK_HOME=/design/flow/orfs finish
### /design/flow/config.mk
export PLATFORM = sky130hd
export DESIGN_NAME = ps2_receiver
export DESIGN_NICKNAME = ps2_receiver
export VERILOG_FILES = /design/flow/design.v
export SDC_FILE = /design/flow/constraint.sdc
export NUM_CORES = 4
export LEC_CHECK = 1
export CORE_UTILIZATION = 40
### /design/flow/constraint.sdc
current_design ps2_receiver

set clk_period 3.6
set clk_io_pct 0.2

create_clock -name clk0 -period $clk_period [get_ports {clk}]

set non_clock_inputs [all_inputs -no_clocks]
set_input_delay [expr $clk_period * $clk_io_pct] -clock clk0 $non_clock_inputs
set_output_delay [expr $clk_period * $clk_io_pct] -clock clk0 [all_outputs]
### /design/flow/design.v
`timescale 1ns / 1ps
module Reception_Module(
input wire [7:0] din, 
input wire rx_done_tick, reset, clk,
output wire T0,T1,E,H1
    );
wire bandera;
wire [7:0] data,data2;	 
deco_reg data_detector (
    .datain(data), 
    .flag(bandera), 
    .clk(clk), 
    .reset(reset), 
    .T0(T0), 
    .T1(T1), 
    .H1(H1), 
    .E(E)
    );
flag byflag (
    .clk(clk), 
    .reset(reset), 
    .Din(data2), 
    .bandera(bandera)
    );
register static_data1 (
    .din(din), 
    .dout(data), 
    .clk(clk), 
    .enable(rx_done_tick), 
    .reset(reset)
    );
register static_data2 (
    .din(data), 
    .dout(data2), 
    .clk(clk), 
    .enable(rx_done_tick), 
    .reset(reset)
    );
endmodule
`timescale 1ns / 1ps
module deco_reg(
input [7:0] datain,
input flag, clk, reset,
output wire T0,T1,H1,E
    );
reg A_reg, B_reg, C_reg, D_reg, A_next, B_next, C_next, D_next;
localparam [7:0]  A=8'h1C, S=8'h1B, D=8'h23, F=8'h2B, G=8'h34,
						H=8'h33, J=8'h3B, K=8'h42, L=8'h4B, Z=8'h1A,
						X=8'h22, C=8'h21, V=8'h2A, B=8'h32, N=8'h31,
						M=8'h3A;
always @(posedge clk, posedge reset) 
	if (reset)
		begin
		A_reg<=1'b0;
		B_reg<=1'b0;
		C_reg<=1'b0;
		D_reg<=1'b0;
		end
	else 
		begin
		A_reg<=A_next;
		B_reg<=B_next;
		C_reg<=C_next;
		D_reg<=D_next;
		end
always @*
begin
	A_next=T1;
	B_next=T0;      
	C_next=H1;
	D_next=E;
	if (flag)  
		begin
		if(datain==A)  
			begin
			A_next=1'b1;
			B_next=1'b1;		
			end
		else 
			if(datain==Z)  
			begin
			A_next=1'b1;
			B_next=1'b0;		
			end
			else
				if(datain==X)  
				begin
				A_next=1'b0;
				B_next=1'b0;		
				end
				else begin
					if(datain==D)  
					C_next=1'b1;
					else
						if(datain==C)  
						C_next=1'b0;
						else
							if(datain==F)  
							D_next=1'b1;
							else
								if(datain==V)   
								D_next=1'b0;
				end
		end
end
assign T1= A_reg;
assign T0= B_reg;   
assign H1= C_reg;
assign E = D_reg;
endmodule
`timescale 1ns / 1ps
module flag(
input wire clk,
input wire reset,
input wire [7:0] Din,
output reg bandera
    );
always@(posedge clk)
		if(reset)
			bandera=1'b0;
		else if(Din==8'hF0)
			bandera=1'b1;
			else
			bandera=1'b0;
endmodule
`timescale 1ns / 1ps
module ps2_receiver(
    input clk,
    input reset,
    input ps2d,
    input ps2c,
    input rx_en,
    output T0,
    output T1,
    output H1,
    output E,
    output [10:0] out_reg 
    );
wire rx_tick;
wire [7:0] data;
Reception_Module Data_control(
    .din(data), 
    .rx_done_tick(rx_tick), 
    .reset(reset), 
    .clk(clk), 
    .T0(T0), 
    .T1(T1), 
    .E(E), 
    .H1(H1)
    );
ps2_rx  Data_reception(
    .clk(clk), 
    .reset(reset), 
    .ps2d(ps2d), 
    .ps2c(ps2c), 
    .rx_en(rx_en), 
    .rx_done_tick(rx_tick), 
    .b_reg(out_reg), 
    .dout(data)
    );
endmodule
`timescale 1ns / 1ps
module ps2_rx(
input wire clk, reset,    
input wire ps2d, ps2c, rx_en,    
output reg rx_done_tick, 
output reg [10:0] b_reg, 
output wire [7:0] dout 		  
) ;
localparam [1:0]  
	idle = 2 'b00,      
	dps = 2'b01,      
	load = 2'b10;       
reg [1:0] state_reg,state_next; 
reg [7:0] filter_reg; 
wire [7:0] filter_next;
reg f_ps2c_reg;  
wire f_ps2c_next;  
reg [3:0] n_reg, n_next;   
reg [10:0] b_next;    
wire fall_edge;   
always @(posedge clk, posedge reset)  
if (reset)
	begin
		filter_reg<=0;     
		f_ps2c_reg <=0;      
	end
else 
	begin
		filter_reg<= filter_next;    
		f_ps2c_reg<= f_ps2c_next;    
	end
assign filter_next = {ps2c,filter_reg[7:1]};     
assign f_ps2c_next = (filter_reg==8'b11111111) ? 1'b1:    
					 (filter_reg==8'b00000000) ? 1'b0:    
					 f_ps2c_reg;   
 assign fall_edge = f_ps2c_reg & ~f_ps2c_next;    
always @(posedge clk, posedge reset)    
	if (reset)
		begin
		state_reg <= idle;
		n_reg <= 4'b0000;
		b_reg <= 4'b0000;
		end
	else
		begin
			state_reg <= state_next;
			n_reg <= n_next;
			b_reg <= b_next;
		end
always @*
begin 
	state_next <= state_reg;    
	rx_done_tick = 1'b0;     
	n_next = n_reg;     
	b_next = b_reg;     
	case(state_reg)
		idle:
			if (fall_edge & rx_en) 
				begin
				b_next = {ps2d, b_reg[10:1]}; 
				n_next = 4'b1001;      
				state_next<= dps;  
				end
		dps:  
			if (fall_edge) 
				begin
					b_next= {ps2d, b_reg[10:1]};   					
					if (n_reg==0)	 
						state_next <= load;
					else
						n_next = n_reg-4'b0001;
				end
		load: 
			begin 
				state_next<=idle;       
				rx_done_tick=1'b1; 
			end
		endcase
	end
	assign dout = b_reg[8:1];   
	endmodule 
`timescale 1ns / 1ps
module register(
    input wire [7:0] din,
    output reg [7:0] dout,
	 input wire clk,
    input wire enable,
    input wire reset
    );
always @(posedge clk or posedge reset)
      if (reset) begin
         dout <= 8'h00;
      end else if (enable) begin
         dout <= din;
      end
endmodule
==> reports/qor.yml <==
synth:
  top_cell_area_share_pct: 59.7
  synthTopCellsByArea: "dfrtp_1, mux2_2, o21ai_0, inv_1, mux2_4"
  xor_share_pct: 0.454
  simple_gate_share_pct: 9.60
  ys.warnings.count: 4
  async_flop_share_pct: 97.9
  ys_top_logic_family: "multiplexers"
  yosys.area.top_type: "dfrtp_1"
  ys_types: 38
  yosys-stat-cells: 144
  synthCells: 144
  ys_ff: 48
  ys_seq_share_pct: 62.1
  syn_area_per_cell_sq_um: 13.4
  synthAoiAreaFrac_pct: 6.23
  syn_area_sq_mm: 0.00193
  ys_sh_adder_pct: 0.649
  ys_chip_area_sq_mm: 0.00193
  top_cells_by_count: "dfrtp_1, mux2_2, inv_1, nand2_1, o21ai_0"
  edf_count: 0
  synth.most_common_cell: "dfrtp_1"
  ys_sh_mux_pct: 17.3
  synthFlopType: "dfrtp_1"
placement:
  place_congestion: 0.761
  io_buffers: 19
  dpl-instance-area_sq_mm: 0.00215
  place_hpwl_microns: 2030
drt:
  drcViolationCount: 0
  antenna-diode-count: 0
  wirelength_microns: 3000
  post_drt_wl_per_cell_microns: 13.7
  first_pass_iters: 4
  antenna_left: 0
  vias: 1168
  drtIter0Drc: 72
  via_per_inst: 5.33
worst_setup_path:
  path_max_fanout: 19
  path_cells: "or4_4, or4_1, mux2_4"
  slowest_stage: "or4_1"
  end_kind: "flip-flop"
  worstPathArrival_ns: 2.53
  required_ns: 3.78
  r2r_end: "Data_reception.b_reg[0]$_DFFE_PP0P_"
  cp_top_family: "simple AND/OR/NAND/NOR gates"
  crit_buf_inv: 0
  r2r_slack_ns: 1.25
  startpoint_type: "flip-flop"
  slowest_delay_ns: 0.88
  worstSetupPathType: "reg2reg"
  rr_worst_depth: 3
  crit-reg2reg-launch: "Data_reception.filter_reg[4]$_DFF_PP0_"
sta:
  hold_viol: 0
  slew_headroom_pct: 51.2
  finalSetupTns_ns: 0
  hold_ws_ns: 0.403
  worst_pin_slew_ns: 0.732
  finalCritPeriodShare_pct: 65.2
  grt_setup_unrepaired: "no"
  setup-violations-final: 0
  slew_violations: 0
  min_period_ns: 2.35
  max_freq_mhz: 426
  fin_skew_ns: 0.00215
floorplan:
  row_count: 24
  io_pins: 20
  die_h_microns: 71.4
  core_sq_mm: 0.00450
  initCoreUtil_pct: 42.8
  die_x_microns: 71.4
  die_area_sq_mm: 0.00510
clock_tree:
  tritoncts: "built"
  postCtsSetupRepairBufs: 0
  cts_buffer_depth: 2
  cts_buffers: 5
  root_buffer: "clkbuf_8"
  ctsHoldBuffers: 0
  clock-sinks: 48
  clk_pin_slew_ns: 0.08
  htreeDepth: 2
  post_cts_resized: 0
  clock_latency_ns: 0.29
global_routing:
  grt_pass1_vias: 1148
  grt_overflow: 0
  antenna_found_initial: 0
  grt_pass1_wl_microns: 5310
  grt_max_degree: 48
  grtUsageTotal_pct: 13.7
pwr:
  p_switching_uw: 183
  peakVddDrop_uv: 276
  internal-power_uw: 704
  pwr-share-comb_pct: 2.1
  power_density_mw_per_mm2: 395
  pwr-share-seq_pct: 61.8
  clockPowerShare_pct: 36.1
  power_switching_share_pct: 20.6
  leakagePower_nw: 1.01
hold_path:
  hold_class: "reg2reg"
  hp-start: "Data_reception.filter_reg[2]$_DFF_PP0_"
  timing.hold.worst_path_depth: 0
  whs_endpoint: "Data_reception.filter_reg[1]$_DFF_PP0_"
finish:
  area_growth_pct: 16.5
  fill_cells: 383
  drive_above_1_share_pct: 23.4
  postLayoutCoreUtil_pct: 49.9
  stdcell_area_sq_mm: 0.00225
  largest_register_ffs: 11
status:
  status: "completed"
run:
  drv_cap: 0
  tool_warnings: 25
## cells in the final DEF (no fill, tap or decap), types with 2 or more instances in the layout
cell type        count
o31a_1               2
dfrtp_1             46
and2_1               2
nand4_1              3
clkinv_2             2
clkdlybuf4s50_1     19
nor3_1               4
mux2_4               2
nand3_1              2
mux2_2              26
o31ai_1              2
inv_1                8
nand2_1              7
clkbuf_8             6
o21ai_0              7
or4_1                2
nand2b_1             2
nor2_1               4
## worst max path at each step
stage | startpoint | endpoint | cells after the start
4_1_cts | Data_reception.filter_reg[4]$_DFF_PP0_ | Data_reception.b_reg[0]$_DFFE_PP0P_ | 3
5_1_grt | Data_reception.filter_reg[4]$_DFF_PP0_ | Data_reception.n_reg[1]$_DFFE_PP0P_ | 4
6_report | Data_reception.filter_reg[4]$_DFF_PP0_ | Data_reception.b_reg[0]$_DFFE_PP0P_ | 3
## power by group through the flow
stage / logic, mW / clock network (mW) / registers [mW]
after CTS: 0.0195 / 0.334 / 0.548
final: 0.0183 / 0.320 / 0.548
after global routing: 0.0217 / 0.354 / 0.549
## stage by stage
stage	std cells	power (mW)	setup slack, ns
after global routing	219	0.925	1.17
final	219	0.887	1.25
after global placement	211	0.577	1.04
after detailed placement	211	0.578	0.989
after floorplan	144	0.568	1.40
after CTS	219	0.901	1.25
## cell type report
| cell class | instances | area, sq um | area share, % |
|---|---|---|---|
| clock inverter | 2 | 10.0 | 0.446 |
| sequential | 48 | 1200 | 53.3 |
| multi-input combinational | 82 | 659 | 29.4 |
| clock buffer | 6 | 82.6 | 3.68 |
| timing repair buffer | 20 | 198 | 8.80 |
| inverter | 9 | 33.8 | 1.50 |
| tap | 52 | 65.1 | 2.90 |
## kinds of logic after synthesis
kind of cell             count (synthesis)
XOR/XNOR                                 1
adder cells (fa/ha/maj)                  1
AND-OR/OR-AND                           18
AND/OR/NAND/NOR                         33
flip-flops                              48
buffers and inverters                   14
multiplexers                            29
## worst reg2reg max path: stages, from the launching register on
cell and delay (ns):
dfrtp_1 0.40, or4_4 0.54, or4_1 0.88, mux2_4 0.42
## per-layer routing
layer  vias to the layer above  wire, microns  global-route usage, %
met5                         -              0                      0
met4                         0             55                   2.00
met3                         6            168                   3.71
met2                        28           1230                   19.3
met1                       582           1550                   23.2
li1                        552              -                      -
Power and IR drop assume default switching activity.
